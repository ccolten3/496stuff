==> /design/flow/design.v <==
module f2_dec_preg(clk, reset, PC_out_f2, PC4_f2, stall, PC_out_dec, PC4_dec);
	input logic clk, reset, stall;
	input logic [31:0] PC_out_f2, PC4_f2;
	output logic [31:0] PC_out_dec, PC4_dec;
	always @(posedge clk) begin
		if (reset) begin
			PC_out_dec <= 32'h0;
			PC4_dec <= 32'h0;
		end else if (~stall) begin 
			PC_out_dec <= PC_out_f2;
			PC4_dec <= PC4_f2;
		end 
	end 
endmodule
==> /design/flow/run.sh <==
#!/bin/bash
# OpenROAD 26Q1-2900-gdf79404cd8, Yosys 0.63+post, stock flow scripts
make -C /OpenROAD-flow-scripts/flow DESIGN_CONFIG=/design/flow/config.mk WORK_HOME=/design/flow/orfs finish
==> /design/flow/config.mk <==
export PLATFORM = sky130hd
export DESIGN_NAME = f2_dec_preg
export DESIGN_NICKNAME = f2_dec_preg
export VERILOG_FILES = /design/flow/design.v
export SDC_FILE = /design/flow/constraint.sdc
export NUM_CORES = 4
export LEC_CHECK = 1
export CORE_UTILIZATION = 40
==> /design/flow/constraint.sdc <==
current_design f2_dec_preg

set clk_period 1.0
set clk_io_pct 0.2

create_clock -name clk0 -period $clk_period [get_ports {clk}]

set non_clock_inputs [all_inputs -no_clocks]
set_input_delay [expr $clk_period * $clk_io_pct] -clock clk0 $non_clock_inputs
set_output_delay [expr $clk_period * $clk_io_pct] -clock clk0 [all_outputs]
==> flow_summary_export.csv <==
group,metric,value,unit
outcome,status,"complete, no violations",
power_and_ir_drop,p_leak,1.807,nW
final_timing,tightestPinTransition,0.1563,ns
final_timing,rsz0062_at_grt,"yes",
cts,cts.reportedPaths.clkPinSlew,0.07,ns
critical_path,cp.arrival,0.76,ns
final_timing,setup-violations-final,0,
drt,drtIter0Drc,39,
final_timing,finClkSkew,0,ns
critical_path,path_max_fanout,2,
floorplanning,die_x,77.68,um
cts,ctsHoldBuffers,0,
yosys,syn_area,0.002291,mm2
critical_path,cp_num_cells,1,
final_timing,hold_violations,0,
floorplanning,chip_area,0.006034,mm2
power_and_ir_drop,power_density,1577,mW/mm2
drt,routed_via_density,4.435,
grt,grt_overflow,0,
floorplanning,pin_count,131,
cts,cts_tree,"built",
worst_hold_path,whs_path_depth,3,
worst_hold_path,hold_class,"primary input to flop",
yosys,yosys_cells,206,
floorplanning,core_region_area,0.005507,mm2
flow_run,warnings,27,
yosys,ys_seq_elements,64,
yosys,yosysChipArea,0.002291,mm2
floorplanning,initCoreUtil,41.60,%
drt,routedWlPerCell,12.25,um
critical_path,critical_path_class,"flop to primary output",
grt,grt_pass1_wl,8273,um
drt,diodes,0,
finish,drive_gt1_share,44.41,%
cts,h-tree-depth,3,
yosys,ys_seq_share,55.93,%
cts,clkLatencyLatePin,0.33,ns
final_timing,fin_hold_ws,0.2338,ns
critical_path,crit_buf_inv,1,
placed_design,gp_congestion,0.7472,
drt,drt_pass1_iterations,4,
grt,antenna_found_initial,0,
critical_path,worst_ep_required_time,0.80,ns
flow_run,cap_viol_max_count,0,
cts,cts_buffers,9,
grt,grt_pass1_vias,1699,
final_timing,finalCriticalPeriod,0.9554,ns
final_timing,max_freq,1047,MHz
critical_path,worstRegToRegCells,3,
yosys,yosysWarnings,1,
placed_design,placed_cell_area,0.003664,mm2
critical_path,crit_family,"flip-flops",
yosys,synth_cell_types,7,
placed_design,dp.cells,403,
final_timing,slew_headroom,89.28,%
drt,drc,0,
floorplanning,die_h,77.68,um
finish,postLayoutCoreUtil,66.17,%
finish,syn_to_final_growth,59.04,%
cts,clk_path_buf_depth,2,
placed_design,dp_hpwl,3710,um
critical_path,cp-end-kind,"primary output",
placed_design,io_buffers,130,
critical_path,critPathMaxStageDelay,0.32,ns
cts,cts-root-buf,"clkbuf_8",
final_timing,tns,0,ns
cts,clock_sinks,64,
drt,totalWireLength,5159,um
yosys,syn_inst,206,
yosys,syn_avg_cell_area,11.12,um2
critical_path,crit_chain,"buf_6",
critical_path,r2r_setup_slack,0.28,ns
final_timing,fin_crit_sh,95.54,%
critical_path,startpoint_type,"flop",
grt,grt_max_degree,33,
final_timing,drv_slew,0,
grt,globalRouteTotalUtil,17.92,%
power_and_ir_drop,peakVddDrop,1.134,mV
drt,ant_nets,0,
critical_path,crit_path_top_delay_cell,"dfxtp_2",
finish,final_area,0.003643,mm2
finish,instances_no_fill,421,
floorplanning,rows,27,
drt,num_vias,1867,
## cell families after synthesis
logic type	Yosys count	share of synthesized area [%]
multiplexers	64	27.96
buffers and inverters	14	5.625
AND/OR/NAND/NOR	64	10.49
flip-flops	64	55.93
## power breakdown
group | switching (W) | leakage [nW] | total (W) | internal, W
logic | 0.000247 | 1.15 | 0.000759 | 0.000512
registers | 0.0000632 | 0.551 | 0.00279 | 0.00273
clock network | 0.000910 | 0.103 | 0.00219 | 0.00128
total | 0.00122 | 1.81 | 0.00574 | 0.00452
## sequential cells by signal, summed over array words and instances (netlist names)
| name | flops |
|---|---|
| PC4_dec | 32 |
| PC_out_dec | 32 |
## Yosys cell counts
library cell / count / area, um2
clkbuf_2: 1 / 5.000
mux2i_1: 64 / 640.6
buf_1: 6 / 22.52
buf_6: 1 / 11.26
buf_8: 6 / 90.09
dfxtp_1: 64 / 1281
nor2_1: 64 / 240.2
## cells in the final DEF (no fill, tap or decap)
master            n
buf_12            4
dfxtp_2          64
buf_4             8
nor2_1           64
buf_6             1
clkbuf_1          2
clkinv_2          2
bufinv_16         1
mux2i_1          64
clkdlybuf4s50_1  64
clkbuf_8         11
buf_2            64
## layout make-up
type / instances / area, um2
fillers: 481 / 1863
flip-flops and latches: 64 / 1361
repair buffers: 141 / 1112
multi-input cells: 128 / 880.8
clock buffers: 13 / 158.9
well taps: 72 / 90.09
clock inverters: 3 / 40.04
## metrics by stage
stage                     total power (W)  setup slack (ns)
final                            0.005745           0.04463
after global routing             0.006035         -0.005121
after CTS                        0.005827           0.01878
after detailed placement         0.003724         -0.009502
after global placement           0.003714          0.002403
after floorplan                  0.003122            0.1460
## path summary, 6_finish.rpt
kind | start | end
max | PC_out_dec[18] | PC_out_dec[18]
min | stall | PC4_dec[2]
max reg2reg | PC_out_dec[18] | PC_out_dec[18]
min reg2reg | PC4_dec[6] | PC4_dec[6]
## per-layer routing
| layer | up-vias | GRT usage [%] | part of all wire, % |
|---|---|---|---|
| met3 | 4 | 7.407 | 9.7 |
| li1 | 955 | - | - |
| met1 | 840 | 26.31 | 45 |
| met2 | 68 | 26.28 | 44 |
| met5 | - | 0 | 0 |
| met4 | 0 | 2.264 | 1.1 |
## what timing repair did
| action | 4_1_cts | 5_1_grt |
|---|---|---|
| resized | 257 | 1 |
| endpoints found under the hold margin | 0 | 0 |
| setup endpoints to repair | 64 | 3 |
| setup buffers | 1 | 1 |
Power and IR drop assume default switching activity.
