==> flow/design.v <==
module mux2_1_32(A, B, sel, out);
	input logic [31:0] A, B;
	input logic sel;
	output logic [31:0] out;
	assign out = sel ? A : B;
endmodule
module mux3_1_32(A, B, C, sel1, sel2, out);
	input logic [31:0] A, B, C;
	input logic sel1, sel2;
	output logic [31:0] out;
	always_comb begin 
		if (sel2) out = C;
		else if (sel1) out = A;
		else out = B;
	end 
endmodule
==> flow/run.sh <==
#!/bin/bash
# OpenROAD 26Q1-2900-gdf79404cd8, Yosys 0.63+post, stock flow scripts
make -C /OpenROAD-flow-scripts/flow DESIGN_CONFIG=/design/flow/config.mk WORK_HOME=/design/flow/orfs finish
==> flow/config.mk <==
export PLATFORM = sky130hd
export DESIGN_NAME = mux3_1_32
export DESIGN_NICKNAME = mux3_1_32
export VERILOG_FILES = /design/flow/design.v
export SDC_FILE = /design/flow/constraint.sdc
export NUM_CORES = 4
export LEC_CHECK = 1
export CORE_AREA = 10 10 78 78
export DIE_AREA = 0 0 88 88
==> flow/constraint.sdc <==
current_design mux3_1_32

set clk_period 1.0
set clk_io_pct 0.2

create_clock -name clk0 -period $clk_period

set non_clock_inputs [all_inputs -no_clocks]
set_input_delay [expr $clk_period * $clk_io_pct] -clock clk0 $non_clock_inputs
set_output_delay [expr $clk_period * $clk_io_pct] -clock clk0 [all_outputs]
==> impl_metrics.ini <==
; physical design summary
[outcome]
status = finished with violations
violations = negative setup slack

[critical_path]
arrival_ns = 0.86
cp_max_fo = 6
cp-start-kind = input port
crit_start = sel1
worstPathRequired_ns = 0.80
path_class = in2out
worstSetupEndpointType = output pin

[place]
dp_hpwl_um = 3710
dpl.cell_count = 283
place_congestion = 0.727
io_buffers = 130

[timing]
timing.final.ws_setup_ns = -0.0597
slew_headroom_pct = 88.9
tightest_slew_ns = 0.164
drv_slew = 0
setup_viol = 30
fin_crit_ns = 1.06
whs_ns = 0.777
fin_tns_setup_ns = -0.557
finalCritPeriodShare_pct = 106
hold_viol = 0
max_freq_mhz = 944
grt_setup_unrepaired = yes

[synthesis]
adder_share_pct = 0
ys_seq_share_pct = 0
ys_warn_count = 1
simple_gate_share_pct = 16.8
xor_area_share_pct = 0
yosys_cells = 107
avgSynthCellArea_um2 = 6.68
ys_chip_area_um2 = 714
synth_cell_types = 8
synth.comb.largest_family = multiplexers
ys_sh_aoi_pct = 23.5
synthMuxAreaShare_pct = 44.8
synth_area_um2 = 714
synthCells = 107

[final_layout]
nFlopsAndLatches = 0
drive_above_1_share_pct = 20.8
nClkBuffers = 0
flop_area_um2 = 0
final_cells = 288
areaGrowthSynthToFinish_pct = 171
finish.utilization_pct = 43.8
final_cell_mix = 96 x dlygate4sd2_1, 32 x nand2_1, 32 x buf_2
layout_top_cell = dlygate4sd2_1

[clocking]
cts_setup_buffers = 0
cts_hold_buf = 0

[pwr]
p_leak_nw = 1.06
total_power_mw = 0.694
peakVddDrop_mv = 0.125
power_density_mw_per_mm2 = 359

[floorplan]
die_area_mm2 = 0.00774
core_mm2 = 0.00441
std_cell_rows = 24
num_io_pins = 130
fp-utilization_pct = 16.2
die_h_um = 88
die_w_um = 88

[routing]
drtIter0Drc = 21
n_antenna_cell = 0
routed_wl_um = 4650
avgRoutedWirePerCell_um = 16.1
ant_nets = 0
via_per_inst = 4.25
num_vias = 1223
firstDrtPassIters = 2
drc = 0

[worst_hold_path]
hold_class = in2out
hold_path_depth = 4
min_from = C[12]
hold_path_end = out[12]

[grt]
grt_pass1_vias = 1274
grt_pass1_wl_um = 6430
antenna_found_initial = 0
grt_max_degree = 39
grt_overflow = 0
grt_use_total_pct = 10.2

[flow_run]
warnings = 34
drv_cap = 0
## cell usage after synthesis
| cell type | n | area (um2) |
|---|---|---|
| buf_12 | 3 | 60.1 |
| buf_2 | 7 | 35.0 |
| buf_6 | 1 | 11.3 |
| mux2i_1 | 32 | 320 |
| nand2_1 | 32 | 120 |
| o21ai_0 | 2 | 10.0 |
| o21ai_1 | 28 | 140 |
| o21ai_2 | 2 | 17.5 |
## critical path, cell delays in order
cell and delay, ns:
buf_12 0.12, buf_12 0.13, mux2i_2 0.22, o21ai_2 0.07, buf_2 0.11
## worst max-delay path by stage
stage                     end  slack, ns  cells after the start
final                 out[12]      -0.06                      5
after CTS              out[7]      -0.07                      5
after global routing  out[18]       -0.1                      5
## layout make-up
type	count	area, um2
multi-input cells	96	619
fillers	490	2480
well taps	52	65.1
repair buffers	140	1250
## per-layer routing
layer	part of all wire [%]	track usage [%]	vias up
li1	-	-	638
met1	40	11.5	517
met2	47	18.1	68
met3	13	4.96	0
met4	0	0	0
met5	0	0	-
## what timing repair did
item / 4_1_cts / 5_1_grt
gates resized: 201 / 6
pin swaps: 34 / 26
endpoints found under the setup margin: 32 / 32
cloned: 2 / 3
## metrics by stage
step,instance area [um2],setup slack [ns]
3_5_place_dp,2060,-0.566
4_1_cts,1850,-0.0669
2_1_floorplan,714,0.0975
6_report,1930,-0.0597
5_1_grt,1930,-0.0968
3_3_place_gp,2060,-0.557
## cells by family (layout without fill, tap and decap cells)
kind of cell / count (synthesis) / in the layout
AND/OR/NAND/NOR: 32 / 32
AND-OR/OR-AND: 32 / 32
buffers and inverters: 11 / 140
multiplexers: 32 / 32
## where the power goes
part	switching, mW	total (mW)	leakage, nW	internal [mW]
clock	0	0	0	0
sequential	0	0	0	0
combinational	0.231	0.694	1.06	0.462
total	0.231	0.694	1.06	0.462
Power figures rest on the tool's default switching activity, not on a simulated workload.
