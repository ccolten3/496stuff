==> ./design.v <==
module registers(clk, reset, read_reg1, read_reg2, write_reg, 
						 write_data, RegWrite, read_data1, read_data2);
	input logic clk, reset, RegWrite;  
	input logic [4:0]  read_reg1, read_reg2, write_reg;  
	input logic [31:0] write_data;   
	output logic [31:0] read_data1, read_data2;
	reg [31:0] Registers [31:0];
	assign read_data1 = Registers[read_reg1];
	assign read_data2 = Registers[read_reg2];
	always @(posedge clk) begin
		if (reset) begin 
			for (int i =0; i<32; i++)	begin 
				Registers[i] <= 32'b0;
			end 
		end 
		else if (RegWrite) begin 
			Registers[write_reg] <= write_data;
		end 
	end 
endmodule 
==> ./run.sh <==
#!/bin/bash
# OpenROAD 26Q1-2900-gdf79404cd8, Yosys 0.63+post, stock flow scripts
make -C /OpenROAD-flow-scripts/flow DESIGN_CONFIG=/design/flow/config.mk WORK_HOME=/design/flow/orfs finish
==> ./config.mk <==
export PLATFORM = sky130hd
export DESIGN_NAME = registers
export DESIGN_NICKNAME = registers
export VERILOG_FILES = /design/flow/design.v
export SDC_FILE = /design/flow/constraint.sdc
export NUM_CORES = 4
export LEC_CHECK = 1
export CORE_UTILIZATION = 50
==> ./constraint.sdc <==
current_design registers

set clk_period 9.2
set clk_io_pct 0.2

create_clock -name clk0 -period $clk_period [get_ports {clk}]

set non_clock_inputs [all_inputs -no_clocks]
set_input_delay [expr $clk_period * $clk_io_pct] -clock clk0 $non_clock_inputs
set_output_delay [expr $clk_period * $clk_io_pct] -clock clk0 [all_outputs]
==> out/metrics.yaml <==
setup_path:
  slowest_delay_ns: 0.70
  critPathCaptureType: "output port"
  start_kind: "primary input"
  crit_cells: 8
  crit_path_top_delay_cell: "nor2b_4"
  critPathKind: "primary input to output port"
  critPathRequiredTime_ns: 7.36
  path_cells: "clkdlybuf4s50_1, nor2b_4, buf_4, a22o_1, nor3_1, a31oi_1, nand3_1, clkdlybuf4s50_1"
  cpLargestDelayFamily: "buffers and inverters"
  arrival_ns: 5.19
  cpMostUsedCell: "clkdlybuf4s50_1"
  cp_num_buf_inv: 3
  critPathMaxFanout: 26
timing:
  final_max_slew_viol_count: 0
  setup_tns_ns: 0
  setup_ws_ns: 2.17
  hold_ws_ns: 2.08
  finalSetupViolations: 0
  worstMarginPinSlew_ns: 0.921
  timing.fmax_mhz: 142
  rsz0062_at_grt: "no"
  finalClockPeriodUsage: 0.764
  slew_headroom: 0.384
  fin_crit_ns: 7.03
  finalHoldViolCount: 0
synthesis:
  common_cells: "and2_1 (1026), edfxtp_1 (1024), mux2i_1 (1024), nand2_1 (195), nand3_1 (193)"
  edf_count: 1024
  synth_area_um2: 56500
  netlist.area_leader.share: 0.545
  area_leaders: "edfxtp_1 (54%), mux2i_1 (18%), and2_1 (11%)"
  async_reset_ff_frac: 0
  yosysMostFrequentCell: "and2_1"
  ys_cells: 4640
  ys_seq_share: 0.545
  synth.distinct_cells: 31
  syn_avg_cell_area_um2: 12.2
  flop_cell: "edfxtp_1"
  synth_top_cell_by_area: "edfxtp_1"
  synthCells: 4640
  synth_warnings: 1
  ys_chip_area_um2: 56500
  numSynthFlops: 1024
detailed_routing:
  avgRoutedWirePerCell_um: 31.0
  first_iter_violations: 2481
  wl_um: 191000
  vias: 37600
  drt-vias-per-instance: 6.11
  firstDrtPassIters: 6
  antenna_left: 0
  drc: 0
global_routing:
  grt_pass1_vias: 38300
  antenna_found_initial: 6
  grt_max_degree: 90
  grt_util_all_layers: 0.367
  met3_usage: 0.195
  gr-total-overflow: 0
  met1_usage: 0.471
  grt-busiest-layer: "met2"
  grt_pass1_wl_um: 270000
  grt_util_met2: 0.548
finish:
  final_layout_size_suffix_gt1_frac: 0.0819
  largest_reg_flops: 1024
  utilization: 0.559
  synthToLayoutAreaGrowth_pct: 10.1
  finalNonFillerCells: 6155
  reg.largest.list: "Registers: 1024 flops"
  regMostFlops: "Registers"
clock_network:
  post_cts_resized: 0
  h-tree-depth: 3
  cts_tree: "done"
  cts_hold_buf: 0
  cts.sinks: 1024
  clk_path_buf_depth: 3
  clock-root-buffer: "clkbuf_16"
  cts_buffers: 114
  cts_setup_buffers: 0
  path_clk_slew_ns: 0.06
placement:
  io_buffers: 113
  place_congestion: 0.882
  pre_cts_ws_ns: 2.22
  dp_hpwl_um: 104000
  placed_cells: 5936
power_and_ir_drop:
  swShare: 0.250
  p_int_uw: 8530
  p_per_area_nw_per_um2: 183
  switchingPower_uw: 2840
  p_leak_uw: 0.0242
  ir_drop_mv: 0.148
  pwr-share-seq: 0.484
  power_frac_clock: 0.397
  p_comb_frac: 0.119
floorplan:
  dieArea_um2: 114000
  io_pins: 114
  fp_util: 0.507
  num_rows: 122
  die_h_um: 338
  die_x_um: 338
  core-area_um2: 111000
run_status:
  status: "completed"
min_path:
  hold_depth: 3
  min_path_type: "primary input to register"
job:
  warnings: 26
  maxCapViolations: 0
## per-stage QoR
step | total power, uW | instance area [um2]
floorplan | 6360 | 56500
global placement | 6920 | 58500
detailed placement | 6930 | 58500
CTS | 11400 | 62200
global route | 11700 | 62200
finish | 11400 | 62200
## final timing paths
check	from	end	slack (ns)
max	read_reg1[2]	read_data1[27]	2.17
min	write_data[20]	Registers[8][20]$_SDFFCE_PN0P_	2.08
## logic make-up after synthesis
kind of cell           after synthesis  share of synthesized area
AND-OR/OR-AND                      576                     0.0695
buffers and inverters              448                     0.0434
flip-flops                        1024                      0.545
multiplexers                      1024                      0.182
AND/OR/NAND/NOR                   1568                      0.161
## placed cells by master (no fill, tap or decap), drive strengths merged, types with 128 or more instances in the layout
cell and instances:
a22o 128, buf 145, a21oi 192, a22oi 192
and2 1026, clkbuf 146, nand3 194, edfxtp 1024
nand2 196, mux2i 1024
## area by class of cell
| class | count | area (um2) |
|---|---|---|
| multi-input combinational | 3168 | 23500 |
| antenna | 4 | 10.0 |
| fill | 8906 | 49100 |
| clock buffer | 146 | 3120 |
| timing repair buffer | 256 | 2400 |
| clock inverter | 69 | 556 |
| tap | 1488 | 1860 |
| sequential | 1024 | 30700 |
## power by group through the flow
| stage | registers, uW | logic, uW | clock network (uW) |
|---|---|---|---|
| 4_1_cts | 5500 | 1340 | 4570 |
| 5_1_grt | 5540 | 1430 | 4730 |
| 6_report | 5500 | 1350 | 4520 |
## routing by layer
layer  part of all wire  up-vias  wire length [um]
met5             0.0019        -               367
met1               0.35    18200             67700
met4              0.047       12              9020
met3               0.13      476             25300
li1                   -    16800                 -
met2               0.46     2064             88500
No activity file was given, so power comes from the tool's default toggle rates.
